==> design.v <==
module ID_EX(
    input clk,
    input rst,
	input Stall,
    input [31:0] ID_Reg1,  
    input [31:0] ID_Reg2,  
    input [31:0] ID_Instant,  
    input [31:0]	ID_Shamt,  
    input [2:0] ID_AluSrc1,  
    input [2:0] ID_AluSrc2,  
    input [4:0]	ID_AluCtrl,  
    input ID_MemWrite,
    input ID_MemRead,
    input ID_RegWrite,
    input ID_Mem2R,
    input [4:0] ID_RegAddr,
    input [4:0] ID_Rs_num,
	input [4:0] ID_Rt_num,
    output reg [31:0] EX_Reg1,  
    output reg [31:0] EX_Reg2,  
    output reg [31:0] EX_Instant,  
    output reg [31:0] EX_Shamt,  
    output reg [2:0] EX_AluSrc1,  
    output reg [2:0] EX_AluSrc2,  
    output reg [4:0] EX_AluCtrl,  
    output reg EX_MemWrite,
    output reg EX_MemRead,
    output reg EX_RegWrite,
    output reg EX_Mem2R,
    output reg [4:0] EX_RegAddr,
    output reg [4:0] EX_Rs_num,
	output reg [4:0] EX_Rt_num
);
    initial begin
        EX_Reg1<=0;
        EX_Reg2<=0;
        EX_Instant<=0;
        EX_Shamt<=0;
        EX_AluSrc1<=0;
        EX_AluSrc2<=0;
        EX_AluCtrl<=0;
        EX_MemWrite<=0;
        EX_MemRead<=0;
        EX_RegWrite<=0;
        EX_Mem2R<=0;
        EX_RegAddr<=0;
        EX_Rs_num<=0;
        EX_Rt_num<=0;
    end
    always@(posedge clk) begin
        if(rst==1) begin
            EX_Reg1<=0;
            EX_Reg2<=0;
            EX_Instant<=0;
            EX_Shamt<=0;
            EX_AluSrc1<=0;
            EX_AluSrc2<=0;
            EX_AluCtrl<=0;
            EX_MemWrite<=0;
            EX_MemRead<=0;
            EX_RegWrite<=0;
            EX_Mem2R<=0;
            EX_RegAddr<=0;
            EX_Rs_num<=0;
            EX_Rt_num<=0;
        end
		else if(Stall==1) begin
            EX_Reg1<=EX_Reg1;
            EX_Reg2<=EX_Reg2;
            EX_Instant<=EX_Instant;
            EX_Shamt<=EX_Shamt;
            EX_AluSrc1<=EX_AluSrc1;
            EX_AluSrc2<=EX_AluSrc2;
            EX_AluCtrl<=EX_AluCtrl;
            EX_MemWrite<=EX_MemWrite;
            EX_MemRead<=EX_MemRead;
            EX_RegWrite<=EX_RegWrite;
            EX_Mem2R<=EX_Mem2R;
            EX_RegAddr<=EX_RegAddr;
            EX_Rs_num<=EX_Rs_num;
            EX_Rt_num<=EX_Rt_num;
		end
        else begin
            EX_Reg1<=ID_Reg1;
            EX_Reg2<=ID_Reg2;
            EX_Instant<=ID_Instant;
            EX_Shamt<=ID_Shamt;
            EX_AluSrc1<=ID_AluSrc1;
            EX_AluSrc2<=ID_AluSrc2;
            EX_AluCtrl<=ID_AluCtrl;
            EX_MemWrite<=ID_MemWrite;
            EX_MemRead<=ID_MemRead;
            EX_RegWrite<=ID_RegWrite;
            EX_Mem2R<=ID_Mem2R;
            EX_RegAddr<=ID_RegAddr;
            EX_Rs_num<=ID_Rs_num;
            EX_Rt_num<=ID_Rt_num;
        end
    end
endmodule
==> run.sh <==
#!/bin/bash
# OpenROAD 26Q1-2900-gdf79404cd8, Yosys 0.63+post, stock flow scripts
make -C /OpenROAD-flow-scripts/flow DESIGN_CONFIG=/design/flow/config.mk WORK_HOME=/design/flow/orfs finish
==> config.mk <==
export PLATFORM = sky130hd
export DESIGN_NAME = ID_EX
export DESIGN_NICKNAME = ID_EX
export VERILOG_FILES = /design/flow/design.v
export SDC_FILE = /design/flow/constraint.sdc
export NUM_CORES = 4
export LEC_CHECK = 1
export CORE_AREA = 10 10 189 189
export DIE_AREA = 0 0 199 199
==> constraint.sdc <==
current_design ID_EX

set clk_period 1.0
set clk_io_pct 0.2

create_clock -name clk0 -period $clk_period [get_ports {clk}]

set non_clock_inputs [all_inputs -no_clocks]
set_input_delay [expr $clk_period * $clk_io_pct] -clock clk0 $non_clock_inputs
set_output_delay [expr $clk_period * $clk_io_pct] -clock clk0 [all_outputs]
==> flow_summary.yaml <==
# synthesis and place-and-route metrics
timing:
  setup_tns_ps: -9250
  max-slew-margin-rel: 0.849
  hold_slack_ps: 97.6
  clock.fmax_mhz: 928
  worst_pin_slew_ps: 226
  fin_skew_ps: 0
  setup_violations: 158
  finalCritPeriodShare: 1.08
  fin_ws_ps: -77.6
  hold_violations: 0
  drv_slew: 0
  finalCriticalPeriod_ps: 1080
  rsz0062_at_grt: "yes"
setup_path:
  r2r-start: "EX_Instant[7]"
  r2r-end: "EX_Instant[7]"
  path_max_fanout: 2
  rrSetupSlack_ps: 260
  path_cells: "buf_2"
  cp_slowest_stage_delay_ps: 330
  crit_type: "reg2out"
  crit_arrival_ps: 880
  crit_path_start_kind: "register"
  endpoint_kind: "output pin"
  path_buffers: 1
  reg2reg_depth: 3
  slowest_stage: "dfxtp_2"
  cpLargestDelayFamily: "flip-flops"
  worstPathRequired_ps: 800
layout:
  area_growth_pct: 68.0
  nFillCells: 3271
  seq_area_sq_mm: 0.00336
  drive_gt1_frac: 0.446
  final_cell_mix: "dfxtp_2 (158), mux2i_1 (158), nor2_1 (158), clkdlybuf4s50_1 (158), buf_2 (137)"
  comb_area_sq_mm: 0.00217
logic_synthesis:
  synth_cell_type_count: 10
  synth_seq_share: 0.559
  syn_area_sq_mm: 0.00566
  ys_warn_count: 1
  syn_inst: 510
  ys_cells: 510
  synth-seq-cells: 158
  avgSynthCellArea_sq_um: 11.1
  ys_area_sq_mm: 0.00566
worst_hold_path:
  whs_path_depth: 2
  hold_class: "in2reg"
  hold_end: "EX_RegAddr[0]"
  worst_hold_startpoint: "rst"
clocking:
  numCtsBuffers: 17
  numClockSinks: 158
  postCtsHoldBufs: 0
  path_clk_slew_ps: 60
  htree_levels: 4
  ctsRootBufferMaster: "clkbuf_16"
  clockBufferDepth: 2
  clock.latency.late_pin_ps: 430
  cts_tree: "built"
floorplan:
  die_h_microns: 199
  row_count: 65
  core_area_sq_mm: 0.0316
  chipArea_sq_mm: 0.0396
  io_pins: 319
  dieWidth_microns: 199
  fp_util: 0.179
outcome:
  status: "complete, but fails checks"
  violations: "setup timing"
route:
  drtPass1Iterations: 4
  drt_iter0_markers: 105
  routed_wl_mm: 19.7
  vias: 4636
  antenna_left: 0
  antenna_cells: 0
  vias_per_cell: 3.69
  wl_per_cell_microns: 15.6
  remaining_drc_errors: 0
pwr:
  peakVddDrop_mv: 1.06
  p_per_area_mw_per_mm2: 1670
  p_leak_nw: 4.53
grt:
  grt_usage: 0.0960
  grt_pass1_wl_mm: 29.0
  antenna_found_initial: 0
  grt_pass1_vias: 4757
  grt_max_degree: 44
  overflow: 0
run:
  drv_cap: 0
  warnings: 27
placement:
  dp_hpwl_mm: 14.9
  gp_congestion: 0.779
  portBuffers: 318
-- logic make-up (layout without fill, tap and decap cells) --
group,Yosys count,count (layout),synth area share
buffers and inverters,36,382,0.0574
and+or+nand+nor,158,158,0.105
muxes,158,158,0.279
DFF,158,158,0.559
-- layer usage --
layer | track usage | routed length [microns] | part of all wire
met4 | 0.0155 | 338 | 0.017
met2 | 0.159 | 9600 | 0.49
met5 | 0 | 0 | 0
met1 | 0.115 | 7820 | 0.40
met3 | 0.0416 | 1930 | 0.098
-- where the power goes --
part | leakage, nW | internal, W | total, W | switching, W
registers | 1.36 | 0.00674 | 0.00692 | 0.000178
clock network | 0.302 | 0.00422 | 0.00702 | 0.00280
logic | 2.86 | 0.00131 | 0.00200 | 0.000693
total | 4.53 | 0.0123 | 0.0159 | 0.00367
-- flip-flops by register name, summed over array words and instances, names as in the netlist, 3 cells and up --
| name | flops |
|---|---|
| EX_AluCtrl | 5 |
| EX_AluSrc1 | 3 |
| EX_AluSrc2 | 3 |
| EX_Instant | 32 |
| EX_Reg1 | 32 |
| EX_Reg2 | 32 |
| EX_RegAddr | 5 |
| EX_Rs_num | 5 |
| EX_Rt_num | 5 |
| EX_Shamt | 32 |
-- worst max-delay path by stage --
stage / startpoint / to / slack, ps / cells after the start
CTS: EX_Reg1[9] / EX_Reg1[9] / -120 / 1
global route: EX_Reg1[9] / EX_Reg1[9] / -140 / 1
finish: EX_Reg1[9] / EX_Reg1[9] / -80 / 1
-- what timing repair did --
item                                    in CTS  in global routing
endpoints found under the setup margin     158                158
endpoints found under the hold margin        0                  0
buffers inserted                             2                  2
resized                                    694                  7
-- per-stage QoR --
step	util	cells	setup WS, ps	total power (W)	cell area, sq um
floorplan	-	510	22.3	0.00771	5660
global placement	0.295	1222	-71.8	0.00929	9310
detailed placement	0.295	1222	-76.1	0.00931	9310
CTS	0.300	1256	-121	0.0163	9460
global route	0.302	1258	-136	0.0167	9520
finish	0.302	1258	-77.6	0.0159	9520
-- cell usage after synthesis --
cell,n,area (sq um)
mux2i_1,158,1580
buf_12,1,20.0
buf_2,13,65.1
buf_6,1,11.3
dfxtp_1,158,3160
clkbuf_1,4,15.0
buf_8,12,180
buf_1,1,3.75
buf_4,4,30.0
nor2_1,158,593
-- final cells by class --
class / count / share of cell area
clock buffer: 21 / 0.0505
clock inverter: 11 / 0.0164
multi-input combinational: 316 / 0.229
sequential: 158 / 0.353
tap: 402 / 0.0529
timing repair buffer: 350 / 0.298
Power and IR drop assume default switching activity.
