==> design/flow/config.mk <==
export PLATFORM = sky130hd
export DESIGN_NAME = EX_MEM
export DESIGN_NICKNAME = EX_MEM
export VERILOG_FILES = /design/flow/design.v
export SDC_FILE = /design/flow/constraint.sdc
export NUM_CORES = 4
export LEC_CHECK = 1
export CORE_UTILIZATION = 40
==> design/flow/constraint.sdc <==
current_design EX_MEM

set clk_period 1.0
set clk_io_pct 0.2

create_clock -name clk0 -period $clk_period [get_ports {clk}]

set non_clock_inputs [all_inputs -no_clocks]
set_input_delay [expr $clk_period * $clk_io_pct] -clock clk0 $non_clock_inputs
set_output_delay [expr $clk_period * $clk_io_pct] -clock clk0 [all_outputs]
==> design/flow/design.v <==
module EX_MEM(
    input clk,
    input rst,
    input [4:0] EX_Reg_WriteAddr,  
    input EX_Reg_WriteEn,  
    input [31:0] EX_AluResult,  
    input EX_Mem2R,  
    input [4:0] EX_DMem_WriteAddr,  
    input EX_DMem_WriteEn,  
    input EX_DMem_ReadEn,  
    input [31:0] EX_DMem_WriteData,  
    output reg [4:0] MEM_Reg_WriteAddr,  
    output reg MEM_Reg_WriteEn,  
    output reg [31:0] MEM_AluResult,  
    output reg MEM_Mem2R,  
    output reg [4:0] MEM_DMem_WriteAddr,  
    output reg MEM_DMem_WriteEn,  
    output reg MEM_DMem_ReadEn,  
    output reg [31:0] MEM_DMem_WriteData  
);
    initial begin
        MEM_Reg_WriteAddr<=5'b00000;
        MEM_Reg_WriteEn<=0;
        MEM_AluResult<=0;  
        MEM_Mem2R<=0;
        MEM_DMem_WriteAddr<=5'b00000;
        MEM_DMem_WriteEn<=0;
        MEM_DMem_ReadEn<=0;
        MEM_DMem_WriteData<=32'h00000000;
    end
    always@(posedge clk) begin
        if(rst==1) begin
            MEM_Reg_WriteAddr<=5'b00000;
            MEM_Reg_WriteEn<=0;
            MEM_AluResult<=0;  
            MEM_Mem2R<=0;
            MEM_DMem_WriteAddr<=5'b00000;
            MEM_DMem_WriteEn<=0;
            MEM_DMem_ReadEn<=0;
            MEM_DMem_WriteData<=32'h00000000;
        end
        else begin
            MEM_Reg_WriteAddr<=EX_Reg_WriteAddr;
            MEM_Reg_WriteEn<=EX_Reg_WriteEn;
            MEM_AluResult<=EX_AluResult;  
            MEM_Mem2R<=EX_Mem2R;
            MEM_DMem_WriteAddr<=EX_DMem_WriteAddr;
            MEM_DMem_WriteEn<=EX_DMem_WriteEn;
            MEM_DMem_ReadEn<=EX_DMem_ReadEn;
            MEM_DMem_WriteData<=EX_DMem_WriteData;
        end
    end
endmodule
==> design/flow/run.sh <==
#!/bin/bash
# OpenROAD 26Q1-2900-gdf79404cd8, Yosys 0.63+post, stock flow scripts
make -C /OpenROAD-flow-scripts/flow DESIGN_CONFIG=/design/flow/config.mk WORK_HOME=/design/flow/orfs finish
==> GITHUB_STEP_SUMMARY <==
### Yosys + OpenROAD results

| Metric | Value |
|---|---|
| Status | `complete, no violations` |
| Finished Cell Area | `3530 um^2` |
| Core Area | `5070 um^2` |
| Final setup violation count | `0` |
| Final HPWL DP | `3620 um` |
| Min-delay worst type | `primary input to register` |
| Worst path slowest cell | `dfxtp_2` |
| RSZ-0062 raised after global routing | `false` |
| Max Cap Viol | `0` |
| Die span in y | `74.5 um` |
| Setup ws final | `0.0548 ns` |
| CP Cell Sequence | `buf_2` |
| Critical Path End Type | `primary output` |
| I/O pin total | `158` |
| Root Driver | `clkbuf_8` |
| Max Clock Freq | `1.06 GHz` |
| H-tree level count | `3` |
| Max Fanout on Critical Path | `1` |
| Main area contributors | `dfxtp_1 74%, nor2b_1 23%, buf_2 1.2%` |
| Vias in the first global route | `1387` |
| Syn-to-layout area delta | `67.6%` |
| Via/cell ratio | `3.97` |
| Die X-Extent | `74.5 um` |
| WL per Instance | `11.9 um` |
| DRT iter0 DRCs | `71` |
| DP Area | `3740 um^2` |
| Share of layout cells above drive strength 1 | `29.7%` |
| Num CTS Buffers | `9` |
| Yosys Chip Area | `2100 um^2` |
| Worst-Margin Slew | `0.190 ns` |
| Synth flops | `78` |
| Max VDD drop | `1450 uV` |
| Number of cells in Yosys stat | `164` |
| WP buf/inv | `1` |
| Post-synthesis cell count | `164` |
| Yosys top cell by area | `dfxtp_1` |
| Pleak | `1.61 nW` |
| Final min period | `0.945 ns` |
| Final Power | `5.90 mW` |
| Filler cells | `423` |
| Crit path DAT | `0.75 ns` |
| Die area | `5560 um^2` |
| Area leader share | `74.2%` |
| # hold bufs at CTS | `0` |
| Via Count | `1588` |
| Final period util | `94.5%` |
| Drt first pass iters | `4` |
| Final hold violation count | `0` |
| Pin count of the biggest net entering global routing | `47` |
| GR Overflow Total | `0` |
| Post-Place Setup Slack | `0.0237 ns` |
| Max-slew headroom | `87.4%` |
| Clock transition at path regs | `0.07 ns` |
| Floorplan core density | `41.5%` |
| Post-DRT Antenna Nets | `0` |
| Crit-path leading delay family | `flip-flops` |
| Synth unique cells | `5` |
| CTS tree | `yes` |
| Clk buf depth | `2` |
| N_diodes | `0` |
| Initial antenna violation count | `0` |
| Post-Syn Area | `2100 um^2` |
| Rows | `26` |
| Setup bufs post-CTS | `0` |
| Clk sink count | `78` |
| Detailed-route wire length | `4780 um` |
| Gr usage total | `16.9%` |
| Class of the most critical setup path | `register to primary output` |
| Crit start category | `register` |
| Final core utilization | `69.5%` |
| First-pass GRT wire length | `6600 um` |
| Req. time, crit path | `0.80 ns` |
| Final number of max-transition violations | `0` |
| GPL Wtd Cong | `0.757` |
| Residual DRC | `0` |
| I/O Buffers | `157` |
| Tool warnings | `26` |
| Setup TNS | `0 ns` |
| Post-synthesis area per instance | `12.8 um^2` |
| Register share after synthesis | `74.2%` |
| Yosys Warn Count | `1` |
| Peak per-stage delay on the critical path | `0.32 ns` |
| Power Density | `1670 nW/um^2` |
[cell type report]
| cell class | instances | area (um^2) | share of cell area, % |
|---|---|---|---|
| tap | 70 | 87.6 | 2.48 |
| clock buffer | 14 | 163 | 4.61 |
| multi-input combinational | 78 | 488 | 13.8 |
| timing repair buffer | 159 | 1220 | 34.5 |
| clock inverter | 1 | 5.00 | 0.142 |
| sequential | 78 | 1570 | 44.4 |
[worst paths after layout]
check,start,end,cells past startpoint
setup / recovery,MEM_DMem_WriteData[15],MEM_DMem_WriteData[15],1
hold / removal,rst,MEM_DMem_WriteData[31],3
[power by group]
| group | internal [mW] | switching, mW | total (mW) |
|---|---|---|---|
| sequential | 3.27 | 0.0315 | 3.31 |
| clock | 1.02 | 0.975 | 2.00 |
| combinational | 0.456 | 0.136 | 0.592 |
[kinds of logic after synthesis]
group | Yosys count | share of synthesized area (%)
DFF | 78 | 74.2
and+or+nand+nor | 78 | 23.2
buffers and inverters | 8 | 2.62
[metrics by stage]
| stage | instances | hold slack (ns) |
|---|---|---|
| CTS | 400 | 0.283 |
| detailed placement | 385 | 0.653 |
| floorplan | 164 | 0.328 |
| global placement | 385 | 0.645 |
| global route | 400 | 0.281 |
| finish | 400 | 0.292 |
[per-layer routing]
metal | vias up | track usage (%) | wire length, um
met3 | 7 | 9.20 | 628
met5 | - | 0 | 0
li1 | 811 | - | -
met4 | 0 | 2.73 | 73
met2 | 87 | 27.6 | 2320
met1 | 683 | 20.4 | 1750
[sequential cells by signal, summed over array words and instances, names as in the netlist]
| register | count |
|---|---|
| MEM_Reg_WriteEn | 1 |
| MEM_DMem_ReadEn | 1 |
| MEM_DMem_WriteEn | 1 |
| MEM_Reg_WriteAddr | 5 |
| MEM_Mem2R | 1 |
| MEM_AluResult | 32 |
| MEM_DMem_WriteData | 32 |
| MEM_DMem_WriteAddr | 5 |
[Yosys cell counts]
| library cell | instances |
|---|---|
| dfxtp_1 | 78 |
| buf_6 | 2 |
| buf_2 | 5 |
| buf_4 | 1 |
| nor2b_1 | 78 |
[cells in the final DEF (no fill, tap or decap), drive strengths merged]
master / count
buf: 81
nor2b: 78
clkdlybuf4s50: 78
dfxtp: 78
clkbuf: 14
clkinv: 1
[timing repair]
item / in CTS / in global routing
endpoints found under the hold margin: 0 / 0
gates resized: 241 / 0
endpoints found under the setup margin: 78 / 0
Power and IR drop assume default switching activity.
